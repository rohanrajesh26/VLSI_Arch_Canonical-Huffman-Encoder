File: run.sh
#!/bin/bash
# OpenROAD 26Q1-2900-gdf79404cd8, Yosys 0.63+post, stock flow scripts
make -C /OpenROAD-flow-scripts/flow DESIGN_CONFIG=/design/flow/config.mk WORK_HOME=/design/flow/orfs finish
File: config.mk
export PLATFORM = sky130hd
export DESIGN_NAME = frequency_generation_stage
export DESIGN_NICKNAME = frequency_generation_stage
export VERILOG_FILES = /design/flow/design.v
export SDC_FILE = /design/flow/constraint.sdc
export NUM_CORES = 4
export LEC_CHECK = 1
export CORE_UTILIZATION = 30
File: constraint.sdc
current_design frequency_generation_stage

set clk_period 46.4
set clk_io_pct 0.2

create_clock -name clk0 -period $clk_period [get_ports {clk}]

set non_clock_inputs [all_inputs -no_clocks]
set_input_delay [expr $clk_period * $clk_io_pct] -clock clk0 $non_clock_inputs
set_output_delay [expr $clk_period * $clk_io_pct] -clock clk0 [all_outputs]
File: design.v
module frequency_generation_stage #(
    parameter SYMBOL_WIDTH = 5,     
    parameter FREQ_WIDTH = 32,      
    parameter NUM_CELLS = 16        
) (
    input  wire clk,
    input  wire reset,
    input  wire [SYMBOL_WIDTH-1:0] symbol_in,   
    input  wire valid_in,                       
    output wire ready_in,                       
    output wire [NUM_CELLS*FREQ_WIDTH-1:0] sorted_frequencies,   
    output wire [NUM_CELLS*SYMBOL_WIDTH-1:0] sorted_symbols,     
    output wire sorted_done                     
);
    stream_sorter_oets #(
        .SYMBOLS(NUM_CELLS),
        .FREQ_WIDTH(FREQ_WIDTH),
        .SYMBOL_WIDTH(SYMBOL_WIDTH)
    ) sorter_inst (
        .clk(clk),
        .reset(reset),
        .symbol_in(symbol_in),
        .valid_in(valid_in),
        .ready_in(ready_in),
        .sorted_frequencies_flat(sorted_frequencies),
        .sorted_symbol_flat(sorted_symbols),
        .sorted_done(sorted_done)
    );
endmodule
module stream_sorter_oets #(
    parameter SYMBOLS = 16,
    parameter FREQ_WIDTH = 32,
    parameter SYMBOL_WIDTH = 5
)(
    input wire clk,
    input wire reset,
    input wire [SYMBOL_WIDTH-1:0] symbol_in,
    input wire valid_in,
    output wire ready_in,
    output reg [SYMBOLS*FREQ_WIDTH-1:0] sorted_frequencies_flat,
    output reg [SYMBOLS*SYMBOL_WIDTH-1:0] sorted_symbol_flat,
    output reg sorted_done
);
    localparam PAIR_WIDTH = FREQ_WIDTH + SYMBOL_WIDTH;
    reg [PAIR_WIDTH-1:0] buffer [0:SYMBOLS-1];
    reg [PAIR_WIDTH-1:0] buffer_next [0:SYMBOLS-1];
    reg [PAIR_WIDTH-1:0] temp;
    reg [4:0] input_count;  
    reg [5:0] pass_count;   
    reg [5:0] idle_count;   
    integer i;
    assign ready_in = 1;
    function [SYMBOL_WIDTH-1:0] lower_bits;
        input [31:0] value;
        begin
            lower_bits = value & ((1 << SYMBOL_WIDTH) - 1);
        end
    endfunction
    always @* begin
        for (i = 0; i < SYMBOLS; i = i + 1)
            buffer_next[i] = buffer[i];
        if (valid_in) begin
            for (i = 0; i < SYMBOLS; i = i + 1) begin
                if (buffer_next[i][SYMBOL_WIDTH-1:0] == symbol_in)
                    buffer_next[i][PAIR_WIDTH-1:SYMBOL_WIDTH] = 
                        buffer_next[i][PAIR_WIDTH-1:SYMBOL_WIDTH] + 1;
            end
        end
        for (i = 0; i < SYMBOLS-1; i = i + 2) begin
            if (buffer_next[i][PAIR_WIDTH-1:SYMBOL_WIDTH] > buffer_next[i+1][PAIR_WIDTH-1:SYMBOL_WIDTH]) begin
                temp = buffer_next[i];
                buffer_next[i] = buffer_next[i+1];
                buffer_next[i+1] = temp;
            end
        end
        for (i = 1; i < SYMBOLS-1; i = i + 2) begin
            if (buffer_next[i][PAIR_WIDTH-1:SYMBOL_WIDTH] > buffer_next[i+1][PAIR_WIDTH-1:SYMBOL_WIDTH]) begin
                temp = buffer_next[i];
                buffer_next[i] = buffer_next[i+1];
                buffer_next[i+1] = temp;
            end
        end
    end
    always @(posedge clk or posedge reset) begin
        if (reset) begin
            for (i = 0; i < SYMBOLS; i = i + 1)
                buffer[i] <= { {FREQ_WIDTH{1'b0}}, lower_bits(i) };
            input_count <= 0;
            pass_count <= 0;
            idle_count <= 0;
            sorted_done <= 0;
        end else begin
            for (i = 0; i < SYMBOLS; i = i + 1)
                buffer[i] <= buffer_next[i];
            if (valid_in) begin
                input_count <= input_count + 1;
                idle_count <= 0;  
            end else begin
                idle_count <= idle_count + 1;  
            end
            pass_count <= pass_count + 1;
            if (idle_count >= SYMBOLS + 4 && input_count > 0) begin
                sorted_done <= 1;
            end
        end
    end
    always @* begin
        for (i = 0; i < SYMBOLS; i = i + 1) begin
            sorted_frequencies_flat[i*FREQ_WIDTH +: FREQ_WIDTH] = 
                buffer[i][PAIR_WIDTH-1:SYMBOL_WIDTH];
            sorted_symbol_flat[i*SYMBOL_WIDTH +: SYMBOL_WIDTH] = 
                buffer[i][SYMBOL_WIDTH-1:0];
        end
    end
endmodule
==> impl_metrics.py <==
# Flow results
metrics = {
    "status": {
        "status": "completed",
    },
    "synth": {
        "synthesis.area_um2": 50790,
        "ys_cells": 5191,
        "yosys_register_bits": 604,
        "avgSynthCellArea_um2": 9.784,
        "synth-edff-count": 0,
        "ys_types": 63,
        "yosysSeqAreaShare": 0.2984,
        "yosys_most_used_dff": "dfrtp_1",
        "ys_warn_count": 3,
        "synthCells": 5191,
        "yosys_area_um2": 50790,
        "synthArstFlopShare": 1.000,
    },
    "place": {
        "gp_routability_congestion": 0.9692,
        "numPortBuffers": 600,
        "post-dp-hpwl_mm": 154.2,
    },
    "final_timing": {
        "finalSetupViolations": 0,
        "maxSlewViolCount": 0,
        "layout_min_cycle_time_ps": 17600,
        "relSlewSlack": 0.3500,
        "fin_crit_sh": 0.3792,
        "fmax_ghz": 0.05683,
        "hold-worst-slack_ps": 483.7,
        "fin_tns_setup_ps": 0,
        "worst_pin_slew_ps": 966.0,
        "fin_skew_ps": 36.65,
        "hold_violations": 0,
        "rsz0062_at_grt": "no",
    },
    "clock_network": {
        "clk_latency_ps": 690,
        "post_cts_buffers": 0,
        "post_cts_resize_count": 0,
        "cts-root-buf": "clkbuf_16",
        "clockBufferDepth": 3,
        "cts-htree-levels": 3,
        "cts_buffers": 74,
        "path_clk_slew_ps": 60,
        "cts_tree": "done",
        "cts.sinks": 604,
        "cts_hold_repair.buffers": 0,
    },
    "global_routing": {
        "first_global_vias": 39847,
        "grt_pass1_wl_mm": 273.2,
        "antenna_found_initial": 3,
        "grt_max_degree": 88,
        "grt_util_all_layers": 0.2204,
        "overflow": 0,
    },
    "routing": {
        "ant_nets": 0,
        "routedWlPerCell_um": 23.36,
        "viasPerCell": 5.076,
        "drc": 0,
        "vias": 40704,
        "drtIter0Drc": 2457,
        "dr.pass1.iters": 5,
        "wl_mm": 187.3,
    },
    "setup_path": {
        "r2r_setup_slack_ps": 37410,
        "critPathLaunch": "symbol_in[1]",
        "r2r_cells": 21,
        "cp_max_fo": 45,
        "worstSetupEndpoint": "sorter_inst.buffer[3][5]",
        "r2r-end": "sorter_inst.buffer[3][5]",
        "crit_type": "input pin to flop",
        "cp_data_required_time_ps": 46950,
        "crit_arrival_ps": 18140,
        "endpoint_kind": "flop",
        "startpoint_type": "input pin",
        "r2r_start": "sorter_inst.buffer[2][15]",
    },
    "flow_run": {
        "cap_violations": 0,
        "openroad.warnings": 28,
    },
    "final_layout": {
        "syn2layout_area_growth_pct": 21.78,
        "lay_top_count": "mux2i_1",
        "drive_gt1_frac": 0.1228,
        "layout_top_cells": "664 x mux2i_1, 594 x clkdlybuf4s50_1, 572 x dfrtp_1",
    },
    "die": {
        "dieArea_um2": 170900,
        "dieHeight_um": 413.5,
        "design.core.area_um2": 167600,
        "io_pins": 602,
        "fp_util": 0.3030,
        "rows": 150,
        "fp.dieW_um": 413.5,
    },
    "hold_path": {
        "holdCritPathClass": "flop to flop",
    },
}
## kinds of logic (layout without fill, tap and decap cells)
kind of cell / count (synthesis) / in the layout / synth area share
XOR/XNOR: 585 / 585 / 0.1009
AND/OR/NAND/NOR: 1283 / 1283 / 0.1377
flip-flops: 604 / 604 / 0.2984
adder cells (fa/ha/maj): 500 / 500 / 0.1232
multiplexers: 1122 / 1122 / 0.2348
other: 1 / 2 / 0.00007383
buffers and inverters: 707 / 1330 / 0.05691
AND-OR/OR-AND: 389 / 389 / 0.04809
## worst min-delay path by stage
| stage | from | end | cells after the start |
|---|---|---|---|
| final | sorter_inst.sorted_done | sorter_inst.sorted_done | 1 |
| after global routing | sorter_inst.sorted_done | sorter_inst.sorted_done | 1 |
| after CTS | sorter_inst.sorted_done | sorter_inst.sorted_done | 1 |
## Yosys cell counts, types with 9 or more instances
cell type	count	area, µm²
o211ai_1	20	150.1
inv_1	541	2031
dfrtp_1	572	14310
nor2b_1	21	131.4
buf_4	12	90.09
nand2_1	265	994.7
xor2_1	318	2785
ha_1	500	6256
a211oi_1	11	82.58
buf_1	23	86.33
a221oi_1	21	183.9
a2111o_1	9	101.4
dfstp_2	32	840.8
or3_1	11	68.82
buf_2	57	285.3
and4_1	56	490.5
clkbuf_1	57	214.0
nand3_1	212	1061
o21ai_0	53	265.3
and3_1	88	550.5
nor3_1	89	445.4
a21o_1	54	405.4
or4_1	14	105.1
nor2_1	144	540.5
mux2_2	422	4752
mux2_4	33	495.5
nand4_1	255	1595
a21oi_1	164	820.8
o21a_1	11	82.58
nor4_1	51	319.1
and2_1	26	162.7
buf_6	16	180.2
xnor2_1	267	2338
mux2i_1	664	6646
## layer usage
layer | vias to the layer above | track usage | part of all wire
li1 | 19707 | - | -
met1 | 19612 | 0.3075 | 0.44
met2 | 1105 | 0.3280 | 0.44
met3 | 276 | 0.06962 | 0.080
met4 | 4 | 0.06820 | 0.037
met5 | - | 0 | 0.00012
## state kept, by name (all words and copies together), names as in the netlist
register / count
sorter_inst.buffer: 592
sorter_inst.idle_count: 6
sorter_inst.input_count: 5
sorter_inst.sorted_done: 1
## critical path, stage by stage
cell and delay [ps]:
buf_2 580, xor2_1 170, nor4_2 370, buf_4 190, nand4_1 410, nor3_1 370, xnor2_1 210, inv_1 90
ha_1 320, nand4_1 140, or3_1 410, or4_1 630, o22ai_4 230, buf_4 470, buf_4 660, mux2i_1 480
ha_1 230, nand4_1 170, nor4_1 520, o41ai_1 220, a21oi_4 810, buf_4 700, mux2_2 400
## per-stage QoR
stage | util | cell area [µm²] | std cells | setup slack [ps]
detailed placement | 0.3536 | 59270 | 7885 | 28070
floorplan | - | 50790 | 5191 | 20260
CTS | 0.3690 | 61850 | 8018 | 28790
global placement | 0.3536 | 59270 | 7885 | 28070
global route | 0.3690 | 61850 | 8018 | 28200
finish | 0.3691 | 61850 | 8019 | 28800
## area by class of cell
| type | count | area (µm²) |
|---|---|---|
| fillers | 16211 | 105700 |
| multi-input cells | 3880 | 32920 |
| flip-flops and latches | 604 | 15150 |
| repair buffers | 655 | 6389 |
| well taps | 2204 | 2758 |
| clock buffers | 96 | 2044 |
| inverters | 542 | 2042 |
| clock inverters | 37 | 541.8 |
| diodes | 1 | 2.502 |
